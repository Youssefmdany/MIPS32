==> /design/flow/design.v <==
module Instruction_Memory(PC_address,instruction);
input[31:0] PC_address;  
output[31:0] instruction;  
reg[31:0] instruction;
reg[31:0] instruction_mem[0:255];  
initial 
begin 
  instruction_mem[0] <= 32'b000000_10000_10001_01000_00000_100000;  
  instruction_mem[4] <= 32'b000000_10010_10011_01001_00000_100010;  
  instruction_mem[8] <= 32'b100011_00000_01001_0000000000001000;  
  instruction_mem[12] <= 32'b101011_00000_01000_0000000000010000;  
  instruction_mem[16] <= 32'b000100_01000_01001_0000000000000011;  
  instruction_mem[32] <= 32'b000000_01000_01001_01010_00000_100000;  
end
always@(*)
begin 
instruction<=instruction_mem[PC_address];  
end
endmodule
==> /design/flow/run.sh <==
#!/bin/bash
# OpenROAD 26Q1-2900-gdf79404cd8, Yosys 0.63+post, stock flow scripts
make -C /OpenROAD-flow-scripts/flow DESIGN_CONFIG=/design/flow/config.mk WORK_HOME=/design/flow/orfs finish
==> /design/flow/config.mk <==
export PLATFORM = sky130hd
export DESIGN_NAME = Instruction_Memory
export DESIGN_NICKNAME = Instruction_Memory
export VERILOG_FILES = /design/flow/design.v
export SDC_FILE = /design/flow/constraint.sdc
export NUM_CORES = 4
export LEC_CHECK = 1
export CORE_AREA = 10 10 70 70
export DIE_AREA = 0 0 80 80
export SYNTH_MEMORY_MAX_BITS = 65536
==> /design/flow/constraint.sdc <==
current_design Instruction_Memory

set clk_period 1.0
set clk_io_pct 0.2

create_clock -name clk0 -period $clk_period

set non_clock_inputs [all_inputs -no_clocks]
set_input_delay [expr $clk_period * $clk_io_pct] -clock clk0 $non_clock_inputs
set_output_delay [expr $clk_period * $clk_io_pct] -clock clk0 [all_outputs]
==> results.sh <==
# physical design summary
export IMPL_status="complete, but fails checks"
export IMPL_violations="negative setup slack"
export IMPL_postSynthSeqShare_pct=0
export IMPL_routedWlPerCell_um=8.54
export IMPL_mostFrequentLayoutCells="buf_6 (16), conb_1 (12), buf_2 (11)"
export IMPL_finalPower_uw=158
export IMPL_p_per_area_mw_per_mm2=286
export IMPL_fin_ws_ns=-0.244
export IMPL_chipArea_sq_mm=0.00640
export IMPL_num_vias=275
export IMPL_synthMuxAreaShare_pct=0
export IMPL_slew_viol_final=0
export IMPL_first_pass_iters=1
export IMPL_io_pins=64
export IMPL_lay_top_count="buf_6"
export IMPL_rsz0062_at_grt="true"
export IMPL_holdWs_ns=0.778
export IMPL_dieHeight_um=80
export IMPL_wl_um=931
export IMPL_place_inst=101
export IMPL_worstSetupEndpointType="output port"
export IMPL_initCoreUtil_pct=7.11
export IMPL_fin_crit_sh_pct=124
export IMPL_area_delta_synth_final_pct=128
export IMPL_leakage_uw=0.000277
export IMPL_core_area_sq_mm=0.00342
export IMPL_finalCriticalPeriod_ns=1.24
export IMPL_layout_drive_gt1_share_pct=69.8
export IMPL_drt_iter0_markers=0
export IMPL_place_ws_ns=-0.874
export IMPL_fin_cells=109
export IMPL_finalHoldViolations=0
export IMPL_grt_max_degree=7
export IMPL_synth_top_cell_by_area="buf_4"
export IMPL_syn_inst=36
export IMPL_track_usage_pct=2.33
export IMPL_dieWidth_um=80
export IMPL_regArea_sq_um=0
export IMPL_syn_cell_area_sq_um=243
export IMPL_yosysUniqueCellTypes=13
export IMPL_ys_area_sq_um=243
export IMPL_grt_antenna_before_repair=0
export IMPL_grt_pass1_wl_um=1320
export IMPL_crit_arrival_ns=1.04
export IMPL_ir_drop_v=0.0000387
export IMPL_flops=0
export IMPL_worst_setup_path_type="input port to output port"
export IMPL_drc=0
export IMPL_warning_count=63
export IMPL_fillers=387
export IMPL_aoi_share_pct=5.15
export IMPL_area_leaders="buf_4 (65%), and2_1 (5.2%), or3_4 (4.6%), nor4b_1 (3.6%), inv_1 (3.1%)"
export IMPL_cp_start_kind="input port"
export IMPL_top_area_share_pct=64.9
export IMPL_ys_cells=36
export IMPL_grt_pass1_vias=288
export IMPL_fmax_mhz=804
export IMPL_top_logic_kind="buffers and inverters"
export IMPL_antenna_cells=0
export IMPL_ys_warn_count=1
export IMPL_maxCapViolations=0
export IMPL_setup_violations_final=14
export IMPL_synth_area_per_cell_sq_um=6.74
export IMPL_ant_nets=0
export IMPL_place_congestion=0.696
export IMPL_placementRows=21
export IMPL_xor_share_pct=0
export IMPL_hpwl_um=792
export IMPL_ys_sh_simple_pct=23.7
export IMPL_tns_ns=-1.66
export IMPL_n_clock_buffer=0
export IMPL_ctsHoldBuffers=0
export IMPL_vias_per_cell=2.52
export IMPL_hp_class="input port to output port"
export IMPL_critPathMaxFanout=3
export IMPL_grt_overflow_total=0
export IMPL_synthAdderAreaFrac_pct=0
export IMPL_required_ns=0.80
export IMPL_portBuffers=24
-- kinds of logic after synthesis --
| group | after synthesis |
|---|---|
| and+or+nand+nor | 9 |
| AOI/OAI and AO/OA | 2 |
| other | 1 |
| buffers and inverters | 24 |
-- cells in the mapped netlist --
cell and number:
conb_1 1, or3_4 1, nand3_1 1, and2_1 2, nor4b_1 1, buf_4 21
a21oi_1 1, inv_1 2, nand2b_1 1, o21bai_1 1, inv_2 1, and3_1 1
nor2_1 2
-- worst max-delay path, cell delays in order --
cell and delay (ns):
buf_6 0.09, or3_4 0.39, inv_4 0.07, buf_6 0.08, and2_4 0.12, buf_2 0.09
-- cell type report --
cell class	count	area [sq um]	area share, %
multi-input combinational	23	161	29.2
inverter	3	13.8	2.49
tap	46	57.6	10.4
timing repair buffer	37	320	57.9
-- per-stage QoR --
step           utilization (%)  area (sq um)
2_1_floorplan                -           287
3_3_place_gp              13.6           464
4_1_cts                   15.1           517
5_1_grt                   16.2           553
3_5_place_dp              13.6           464
6_report                  16.2           553
-- report_power, final --
group          total (uW)  internal (uW)  switching [uW]
sequential              0              0               0
clock                   0              0               0
combinational         158            105            52.9
total                 158            105            52.9
-- per-layer routing --
layer,up-vias,track usage (%),part of all wire [%]
met4,0,0,0
met2,24,3.69,42
li1,132,-,-
met5,-,0,0
met3,0,1.70,19
met1,119,2.64,39
-- path summary, 6_finish.rpt --
check	start	to	cells after the start
worst max-delay path	PC_address[5]	instruction[17]	6
worst min-delay path	PC_address[3]	instruction[14]	4
-- repair_timing --
item                                    CTS  global route
pin swaps                                 6             3
endpoints found under the setup margin   20            17
setup buffers                             9             0
resized                                  88             9
