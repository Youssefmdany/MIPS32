==> design.v <==
module ALU(Src_A,Src_B,ALU_control,ALU_result,zero_sig);
parameter add=3'b010,anding=3'b000,oring=3'b001,sub=3'b110,SLT=3'b111;
input[31:0]Src_A,Src_B;  
input[2:0]ALU_control; 
output[31:0]ALU_result;
reg[31:0]ALU_result;
output zero_sig;
reg zero_sig;
always@(*)
begin
case(ALU_control)
          add: ALU_result <= Src_A + Src_B;  
	  sub: ALU_result <= Src_A - Src_B;   
	  anding: ALU_result <= Src_A & Src_B;  
	  oring: ALU_result <= Src_A | Src_B;  
	  SLT: begin
			  if(Src_A<Src_B)  
			     ALU_result<=1;
			  else 
			     ALU_result<=0;
	       end	  
	  default:  ALU_result<=32'bx;
endcase
if(ALU_result==0)  
   zero_sig<=1'b1;
else 
   zero_sig<=1'b0;
end
endmodule
==> run.sh <==
#!/bin/bash
# OpenROAD 26Q1-2900-gdf79404cd8, Yosys 0.63+post, stock flow scripts
make -C /OpenROAD-flow-scripts/flow DESIGN_CONFIG=/design/flow/config.mk WORK_HOME=/design/flow/orfs finish
==> config.mk <==
export PLATFORM = sky130hd
export DESIGN_NAME = ALU
export DESIGN_NICKNAME = ALU
export VERILOG_FILES = /design/flow/design.v
export SDC_FILE = /design/flow/constraint.sdc
export NUM_CORES = 4
export LEC_CHECK = 1
export CORE_UTILIZATION = 50
==> constraint.sdc <==
current_design ALU

set clk_period 13.9
set clk_io_pct 0.2

create_clock -name clk0 -period $clk_period

set non_clock_inputs [all_inputs -no_clocks]
set_input_delay [expr $clk_period * $clk_io_pct] -clock clk0 $non_clock_inputs
set_output_delay [expr $clk_period * $clk_io_pct] -clock clk0 [all_outputs]
==> results.txt <==
fresh numbers from the pnr run: dpl cells=between 1,000 and 1,500, FP Util=between 50% and 60%, Post-CTS Setup Bufs=0, Unique cell types=about 79, ratio of cells with drive above 1 in the final layout=about 3.2%, Filler cells=1,020, total wire length=between 15,000 and 20,000 µm, vias in the first global route=between 5,000 and 6,000, GRT met1 Usage=just under 50%, Fmax=approximately 0.093 GHz, Vias=about 6,800, final-layout clock buffer total=0, drt pass-1 iters=6, Final Setup Violations=0, total power=just under 0.3 mW, core area=0.0108 mm², top cells, area=ha_1 22%, inv_1 7.2%, a21oi_1 7.1%, Worst Path Max Fanout=9, synthesis-to-layout area growth=18.0%, worst slew pin tran=1.30 ns, Critical Path Most Common Cell=clkdlybuf4s50_1, final period utilization=slightly below 80%, Syn Inst Count=870, Rel. slew slack=11.4%, Vias/cell=6.34, Pleak=2.90 nW, outcome=finished, final reports clean, Post-DRT Antenna Nets=0, Top-area cell share=approximately 22%, die y size=~110 µm, final core utilization=around three fifths, setup tns final=0 ns, flop count=0, Ys Warns=1, largest net degree at the start of global routing=36, antenna violations before repair=0, most numerous logic cell after layout=inv_1, crit path DAT=just under 8 ns, Synth Cell Area=approximately 0.0056 mm², GR Util met2=a little over half, crit path cell chain=clkdlybuf4s50_1 > inv_1 > ha_1 > o211ai_1 > o21ai_1 > o21a_1 > a21oi_1 > and3_1 > a2111oi_0 > or4bb_1 > nor4_1 > nand4b_1 > and4bb_1 > clkdlybuf4s50_1, # rows=38, Post-Layout Inst Area=between 0.006 and 0.007 mm², Final Hold Fails=0, Hold Path Class=in -> out, Yosys Chip Area=around 0.0056 mm², grt met3 use=approximately 6.5%, pwr dens=~45 mW/mm², cell type with the largest total area=ha_1, # Cells Yosys=870, I/O Buffers=around 100, dominant logic cell types in the final layout=107 x inv_1, 99 x clkdlybuf4s50_1, 97 x ha_1, 87 x nor2_1, 79 x a21oi_1, sequential cell area=0 µm², RSZ-0062 raised after global routing=no, worst endpoint required time=~11 ns, first-pass GRT wire length=approximately 30,000 µm, slowest stage delay, CP=1.07 ns, Tot GR Track Use=33.8%, CP startpoint kind=input port, DRC errors left=0, Final Max Slew Viols=0, busiest grt layer=met2, First DRT Iteration DRCs=a little under 600, Crit. End Element=output port, wire length per cell=18.2 µm, Placed Instance Area=between 0.006 and 0.007 mm², Worst Path Class, Setup=in -> out, # hold bufs at CTS=0, crit path time final=10.73 ns, PostCTS Resize Cnt=0, post-DP HPWL=15,700 µm, final cell count without fillers=around 1,100, total gr overflow=0, antenna cells=0, Crit-path slowest cell=a2111oi_0, worst IR drop on VDD=0.0246 mV, chip area=0.0116 mm², Die Width=108 µm, Final GP Congestion=~1.1, Max-Cap Viols=0, io pins=100, Mean Syn Cell Area=roughly 6.4 µm², Post-synth seq share=0%, tool warnings=98
[cell families after synthesis]
| kind of cell | synth area share (%) |
|---|---|
| XOR/XNOR | 1.57 |
| AND/OR/NAND/NOR | 24.0 |
| buffers and inverters | 11.5 |
| AND-OR/OR-AND | 38.5 |
| multiplexers | 1.97 |
| adder cells (fa/ha/maj) | 22.5 |
[stage by stage]
stage / setup slack (ns) / hold WS [ns]
final: 3.17 / 6.64
after global routing: 2.96 / 6.70
after CTS: 3.44 / 6.63
after detailed placement: 3.45 / 6.63
after global placement: 3.47 / 6.60
after floorplan: 5.45 / 5.82
[synthesized netlist by cell type (3+ instances only)]
master     number
nor3b_1         5
o31ai_1        19
clkbuf_1       27
nand4_1         5
and3_1          3
or4_1           3
a31oi_1        11
o21ai_0        47
o21ai_1         4
a41oi_1         4
o2111ai_1       3
o221a_2         4
a21o_1         11
o221ai_1        9
o21a_1          6
nor2_1         87
a32oi_1         4
nor4_1          6
nand2_1        72
a311oi_1        6
o31a_1          5
o211a_1         4
a211o_1         3
nand2b_1        7
xnor2_1         8
ha_1           97
o22ai_1         6
o311ai_0        3
and2_1          6
o21bai_1        3
nor3_1         27
a2bb2oi_1       3
or3_1           6
buf_2          15
a21oi_1        79
nand3_1        26
a211oi_1       22
nor2b_1        11
o211ai_1       20
buf_1           5
a22oi_1         3
a221oi_1        4
a32o_1          3
inv_1         107
mux2i_1        11
[final cells by class]
cell class / count / area, µm² / area share (%)
inverter: 109 / 409 / 6.21
multi-input combinational: 710 / 4950 / 75.2
tap: 140 / 175 / 2.66
timing repair buffer: 107 / 1050 / 15.9
[final timing paths]
path	startpoint	endpoint	slack [ns]	cells past startpoint
setup / recovery	Src_A[4]	zero_sig	3.17	14
hold / removal	ALU_control[0]	ALU_result[9]	6.64	5
[power breakdown]
| group | switching (mW) | internal [mW] |
|---|---|---|
| clock | 0 | 0 |
| combinational | 0.169 | 0.128 |
| sequential | 0 | 0 |
[critical path: cells and delay by family]
family                     cells  cell delay (ns)
adders and majority gates      1             0.46
AOI/OAI and AO/OA              5             2.03
and+or+nand+nor                5             1.66
buffers and inverters          3             1.03
[per-layer routing]
metal | vias up | part of all wire (%) | wire [µm]
li1 | 3283 | - | -
met1 | 3049 | 43 | 8370
met2 | 383 | 44 | 8460
met3 | 40 | 11 | 2160
met4 | 0 | 2.0 | 384
met5 | - | 0 | 0
Power and IR drop assume default switching activity.
