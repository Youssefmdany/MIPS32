`flow/design.v`:
```
module Register_File(read_add1,read_add2,write_add,read_data1,read_data2,write_data,write_en,clk);
input[4:0]read_add1,read_add2,write_add;  
input[31:0]write_data;  
output[31:0]read_data1,read_data2;  
reg[31:0]read_data1,read_data2;
input write_en;  
input clk;  
reg[31:0] Reg_File[0:31];
integer i;
initial  
begin
  for(i=0;i<32;i=i+1)
  begin
      Reg_File[i]<=32'b0;
  end
Reg_File[16]<=3;  
Reg_File[17]<=4;  
Reg_File[18]<=6;  
Reg_File[19]<=5;  
end
always@(*)
begin 
 read_data1<=Reg_File[read_add1];  
 read_data2<=Reg_File[read_add2];  
end
always@(posedge clk)
begin 
if(write_en)  
	     Reg_File[write_add]<=write_data;  
             Reg_File[0]=32'b0;  
end
endmodule
```
`flow/run.sh`:
```
#!/bin/bash
# OpenROAD 26Q1-2900-gdf79404cd8, Yosys 0.63+post, stock flow scripts
make -C /OpenROAD-flow-scripts/flow DESIGN_CONFIG=/design/flow/config.mk WORK_HOME=/design/flow/orfs finish
```
`flow/config.mk`:
```
export PLATFORM = sky130hd
export DESIGN_NAME = Register_File
export DESIGN_NICKNAME = Register_File
export VERILOG_FILES = /design/flow/design.v
export SDC_FILE = /design/flow/constraint.sdc
export NUM_CORES = 4
export LEC_CHECK = 1
export CORE_UTILIZATION = 30
```
`flow/constraint.sdc`:
```
current_design Register_File

set clk_period 7.3
set clk_io_pct 0.2

create_clock -name clk0 -period $clk_period [get_ports {clk}]

set non_clock_inputs [all_inputs -no_clocks]
set_input_delay [expr $clk_period * $clk_io_pct] -clock clk0 $non_clock_inputs
set_output_delay [expr $clk_period * $clk_io_pct] -clock clk0 [all_outputs]
```
==> impl_metrics.py <==
# Physical implementation metrics
metrics = {
    "status": {
        "status": "complete, no violations",
    },
    "critical_path": {
        "worstSetupStartpointType": "input port",
        "critPathMaxFanout": 22,
        "worstSetupEndpointType": "output port",
        "cp.required_ns": 5.84,
        "crit_family": "buffers and inverters",
        "crit_chain": "buf_2 > nand2b_2 > buf_4 > o22ai_1 > a211oi_1 > o31ai_1 > clkdlybuf4s50_1",
        "cp.arrival_ns": 4.56,
        "worst-path-buf-inv": 3,
        "startpoint": "read_add2[2]",
        "critPathKind": "input port to output port",
        "crit_slowest_cell": "nand2b_2",
        "max_stage_delay_ns": 0.66,
    },
    "power_and_ir_drop": {
        "pwr-share-clk_pct": 40.4,
        "p_int_mw": 9.76,
        "sw_frac_of_total_pct": 22.8,
        "p_leak_nw": 16.9,
        "power.net_switching_mw": 2.88,
        "power_mw": 12.6,
        "vdd_drop_max_mv": 0.172,
        "comb_power_share_pct": 9.2,
        "power.density_mw_per_mm2": 237,
        "pwr-share-seq_pct": 50.4,
    },
    "route": {
        "wl_per_cell_um": 29.6,
        "first_pass_iters": 8,
        "ant_nets": 0,
        "drtIter0Drc": 1471,
        "vias": 26000,
        "drcViolationCount": 0,
        "viasPerCell": 5.55,
        "wirelength_um": 139000,
    },
    "cts": {
        "clock_sinks": 992,
        "cts_setup_buffers": 0,
        "numCtsBuffers": 101,
        "cts_resized": 0,
        "cts_root_buffer": "clkbuf_16",
        "cts_tree": "built",
        "hold_buffers": 0,
        "path_clk_slew_ns": 0.06,
        "h-tree-depth": 3,
        "clk_path_buf_depth": 3,
    },
    "synthesis": {
        "yosys_area_mm2": 0.0461,
        "yosysSeqAreaShare_pct": 64.6,
        "async_flop_share_pct": 0,
        "ys_cells": 2447,
        "synth_top_area_share_pct": 64.6,
        "ys_top_cells_by_area": "edfxtp_1 (65%), mux4_2 (19%), a22o_1 (3.6%)",
        "synth-edff-count": 992,
        "yosysTopAreaCell": "edfxtp_1",
        "ys_ff": 992,
        "yosysWarnings": 1,
        "syn_area_per_cell_um2": 18.8,
        "synth_cell_type_count": 26,
        "ff_type": "edfxtp_1",
        "synth_area_mm2": 0.0461,
        "syn_inst": 2447,
    },
    "cells_and_area": {
        "finalNonFillerCells": 4691,
        "regMostFlops": "Reg_File",
        "largest_reg_flops": 992,
        "design_area_mm2": 0.0534,
        "area_growth_pct": 15.9,
        "largestRegisters": "Reg_File: 992 flops",
        "drive_gt1_share_pct": 29.4,
        "final_core_util_pct": 35.1,
    },
    "die": {
        "die_h_um": 394,
        "dieWidth_um": 394,
        "io-pin-count": 113,
        "die_area_mm2": 0.155,
        "placeableCoreArea_mm2": 0.152,
        "fp_util_pct": 30.3,
        "fp-row-count": 143,
    },
    "global_route": {
        "grt_use_met2_pct": 30.0,
        "grt_use_met3_pct": 13.6,
        "grt_pass1_wl_um": 201000,
        "met1_usage_pct": 20.9,
        "gr-total-overflow": 0,
        "track_usage_pct": 19.1,
        "antenna_found_initial": 7,
        "busiest_layer": "met2",
        "grt_max_degree": 85,
        "grt_pass1_vias": 29200,
    },
    "min_path": {
        "hp-class": "input port to flip-flop",
        "min_path_cells": 2,
        "hold-path-endpoint": "Reg_File[16][6]",
        "hp-start": "write_data[6]",
    },
    "flow_run": {
        "warning_count": 25,
        "cap_violations": 0,
    },
    "place": {
        "port_buffers": 112,
        "placed_cell_area_mm2": 0.0502,
        "pre_cts_ws_ns": 1.26,
        "dp_cells": 4506,
        "place_congestion": 0.875,
        "dpl.hpwl_um": 82300,
    },
    "final_timing": {
        "holdWs_ns": 1.58,
        "setup_tns_ns": 0,
        "worst_slack_ns": 1.28,
        "period_used_pct": 82.5,
        "fin_crit_ns": 6.02,
        "relSlewSlack_pct": 34.4,
        "setup_viol": 0,
        "rsz0062_at_grt": "false",
        "fmax_mhz": 166,
        "hold_viol_final": 0,
        "drv_slew": 0,
        "worstMarginPinSlew_ns": 0.982,
    },
}
## worst max path at each step
stage | to | depth (start not counted)
CTS | read_data2[4] | 7
global route | read_data2[5] | 7
finish | read_data2[4] | 7
## synth_stat cells (24+ instances only)
| cell | n |
|---|---|
| clkbuf_1 | 117 |
| mux4_2 | 384 |
| o31ai_1 | 64 |
| edfxtp_1 | 992 |
| nor2_1 | 34 |
| buf_4 | 24 |
| o22ai_1 | 64 |
| mux2i_1 | 160 |
| buf_2 | 46 |
| and2_1 | 34 |
| a211oi_1 | 64 |
| o21ai_1 | 64 |
| and3_1 | 32 |
| nand2_1 | 67 |
| a22o_1 | 192 |
| mux2_2 | 64 |
## metal layers
metal	share of wire, %	up-vias
met5	0.047	-
met4	3.1	12
met3	16	230
met2	49	1773
met1	32	13200
li1	-	10800
## power by group through the flow
| stage | clock, mW | sequential, mW | combinational, mW |
|---|---|---|---|
| after CTS | 5.19 | 6.36 | 1.17 |
| after global routing | 5.38 | 6.37 | 1.24 |
| final | 5.11 | 6.36 | 1.17 |
## final cells by class
cell class / instances / area [um2]
antenna: 1 / 2.50
clock buffer: 120 / 2660
clock inverter: 64 / 571
fill: 13900 / 98900
inverter: 2 / 8.76
multi-input combinational: 1242 / 15600
sequential: 992 / 29800
tap: 2030 / 2540
timing repair buffer: 240 / 2270
## kinds of logic after synthesis
group                  share of synthesized area, %
flip-flops                                     64.6
AND-OR/OR-AND                                  7.30
AND/OR/NAND/NOR                                2.00
multiplexers                                   23.8
buffers and inverters                          2.28
## layout by cell type (no fill, tap or decap), drive strengths merged, types with 67 or more instances in the layout
cell type	count
clkdlybuf4s50	102
clkbuf	120
a22o	192
edfxtp	992
mux4	384
mux2i	160
buf	138
nand2	67
No activity file was given, so power comes from the tool's default toggle rates.
